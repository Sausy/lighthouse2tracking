`flow/run.sh`:
```
#!/bin/bash
# OpenROAD 26Q1-2900-gdf79404cd8, Yosys 0.63+post, stock flow scripts
make -C /OpenROAD-flow-scripts/flow DESIGN_CONFIG=/design/flow/config.mk WORK_HOME=/design/flow/orfs finish
```
`flow/config.mk`:
```
export PLATFORM = sky130hd
export DESIGN_NAME = TS43231_init
export DESIGN_NICKNAME = TS43231_init
export VERILOG_FILES = /design/flow/design.v
export SDC_FILE = /design/flow/constraint.sdc
export NUM_CORES = 4
export LEC_CHECK = 1
export CORE_UTILIZATION = 40
```
`flow/constraint.sdc`:
```
current_design TS43231_init

set clk_period 2.9
set clk_io_pct 0.2

create_clock -name clk0 -period $clk_period [get_ports {clock}]

set non_clock_inputs [all_inputs -no_clocks]
set_input_delay [expr $clk_period * $clk_io_pct] -clock clk0 $non_clock_inputs
set_output_delay [expr $clk_period * $clk_io_pct] -clock clk0 [all_outputs]
```
`flow/design.v`:
```
module TS43231_init #(parameter CLK_FREQ_HZ = 48_000_000)
  (
    input clock,   
    input reset,   
    inout d_io,
    inout e_io,
    output hard_reset_ts4321,
    input start_cfg,
    input start_watch,
    output lighthouse_detected,
    output cfg_done,
    output [0:14] cfg_data_reply,
    output [15:0] debug_LUT_cnt,
    output debug_cstatus,
    output debug_nstatus,
    output debug_difclk,
    output debug_flag_read_done,
    output debug_flag_write_done
  );
  localparam ISOUT = 1;
  localparam ISIN = 0;
  wire dif_clk;
  wire dif_clk2;
  clock_divider uclk_dif (
		.clock_in 	(clock),
		.reset 		 (reset),
		.clock_out 	(dif_clk)
	);
  clock_divider uclk_dif2 (
    .clock_in 	(dif_clk),
    .reset 		 (reset),
    .clock_out 	(dif_clk2)
  );
  localparam T_WAIT_SETUP = CLK_FREQ_HZ/1_000_000;
  localparam BIT_TRANSMIT_FREQ = CLK_FREQ_HZ/1_000_000; 
  localparam [0:14]config_value = 16'h392B;  
  reg [0:47] LUT_E_INOUT  = 48'b0011_1111_11111111_11111111_11111111_111111_111111_1000;
  reg [0:47] LUT_E        = 48'b0011_1010_10101010_10101010_10101010_101010_111111_1000;
  reg [0:47] LUT_D_INOUT  = 48'b0001_1111_11111111_11111111_11111111_111111_111111_1000;
  reg [0:47] LUT_D        = 48'b0001_0000_00111111_00001100_00110011_001111_000011_1000;
  reg [0:47] LUT_E_READ_INOUT   = 48'b0011_1111_11111111_11111111_11111111_111111_111111_1000;
  reg [0:47] LUT_E_READ         = 48'b0011_1010_10101010_10101010_10101010_101010_111111_1000;
  reg [0:47] LUT_D_READ_INOUT  =  48'b0011_1110_00000000_00000000_00000000_000000_011111_1000;
  reg [0:47] LUT_D_READ        =  48'b0010_0010_00000000_00000000_00000000_000000_000011_1000;
  reg [0:15] LUT_E_WATCH_INOUT   = 16'b1111_1111_1111_1110;
  reg [0:15] LUT_E_WATCH         = 16'b0000_0000_0111_1110;
  reg [0:15] LUT_D_WATCH_INOUT  =  16'b0000_0001_1111_1110;
  reg [0:15] LUT_D_WATCH        =  16'b0000_0000_0000_0000;
  reg [0:15] read_back_data;
  reg d_state_out = 1;
  reg e_state_out = 1;
  reg D_out = 0;
  reg E_out = 0;
  reg E_out_delayed = 0;
  assign d_io = (d_state_out)?D_out:1'bz;
  assign e_io = (e_state_out)?E_out_delayed:1'bz;
  always @(posedge clock, posedge reset) begin: output_to_clk_delay
    if(reset)begin
      E_out_delayed <= 0;
    end else begin
      E_out_delayed <= E_out;
    end
  end
  reg flag_restart_watch;
  reg flag_restart_watch_approved;
  reg [15:0] watch_time_out;
  always @(posedge dif_clk2, posedge reset) begin: sleep_prevent
    if(reset)begin
      flag_restart_watch <= 0;
      watch_time_out <= 0;
    end else begin
      if(e_io == 1'b1)begin
        if(d_io == 1'b1)begin
          watch_time_out <= watch_time_out + 1;
        end
      end
      if(e_io == 1'b0)begin
        watch_time_out <= 0;
      end
      if(d_io == 1'b0)begin
        watch_time_out <= 0;
      end
      if(flag_restart_watch_approved)begin
        flag_restart_watch <= 0;
      end
      if(watch_time_out == 16'd40000)begin
        flag_restart_watch <= 1;
        watch_time_out <= 0;
      end
    end
  end
  reg flag_start_conv;
  always @(posedge clock, posedge reset) begin: restart_config
    if(reset)begin
      flag_start_conv <= 0;
    end else begin
		  flag_start_conv <= 0;
      if(start_cfg)begin
  			if(cfg_done)begin
  				flag_start_conv <= 1;
  			end
      end
    end
  end
  reg [15:0] LUT_cnt = 16'd0;
  reg flag_startup_trigger_delay;
  reg flag_allow_write;
  reg flag_allow_read;
  reg flag_write_done;
  reg flag_read_done;
  reg flag_LUT_overflow_triggerd;
  reg flag_data_recording;
  reg flag_data_recording_done;
  reg flag_lighthouse_detected;
  reg [0:14] reg_cfg_data_reply;
  reg flag_cfg_done;
  assign lighthouse_detected  = flag_lighthouse_detected;
  assign cfg_data_reply       = reg_cfg_data_reply; 
  assign cfg_done             = flag_cfg_done;
  reg [0:15] sync_reg;
  reg [15:0] foo_cnt = 0;
  reg loopBACK_wasHIGH;
  reg [7:0] cnt_highlow_swaps;
  reg flag_init_done;
  always @(posedge clock, posedge reset)begin: sync_block 
    if(reset)begin
        cnt_highlow_swaps <= 0;
        loopBACK_wasHIGH  <= 0;
        flag_init_done <= 0;
    end else begin
         if(flag_start_conv) begin
          flag_init_done <=0;
          cnt_highlow_swaps <= 8'd0;
         end
        if(hard_reset_ts4321)begin
          if(!flag_lighthouse_detected)begin
            if(!d_state_out)begin
              if(d_io == 1'b1) begin
                loopBACK_wasHIGH <= 1;
              end else if (d_io == 1'b0) begin
                loopBACK_wasHIGH <= 0;
                if(loopBACK_wasHIGH)begin
                  cnt_highlow_swaps <= cnt_highlow_swaps + 1;
                end
              end
            end
            if(cnt_highlow_swaps >= 8'd4)begin
              cnt_highlow_swaps   <= 8'd5;
              flag_init_done      <= 1;
            end
          end
        end else begin
          flag_init_done <=0;
          cnt_highlow_swaps <= 8'd0;
        end
    end
  end
  always @(posedge E_out_delayed, posedge reset)begin: reply_sync 
    if(reset)begin
        reg_cfg_data_reply <= 0;
    end else begin
      if(flag_allow_read)begin
        if(!d_state_out)begin
          if(LUT_cnt <= 16'd37)begin
            if(LUT_cnt >= 16'd8)begin
              if(d_io == 1'b1)begin
                  reg_cfg_data_reply <= (reg_cfg_data_reply<<1) | 1; 
              end else if(d_io == 1'b0) begin
                  reg_cfg_data_reply <= (reg_cfg_data_reply<<1) | 0;
              end
            end else begin
              reg_cfg_data_reply <= 0;
            end
          end   
        end 
      end 
    end
  end
  always @(posedge dif_clk2, posedge reset) begin: INIT
    if(reset)begin
      LUT_cnt <= 16'd0;
      d_state_out <= 1;
      e_state_out <= 1;
      D_out <= 0;
      E_out <= 0;
      flag_write_done <= 0;
      flag_read_done <= 0;
      flag_allow_write <= 0;
      flag_allow_read <= 0;
  		flag_startup_trigger_delay <= 0;
  		flag_data_recording <= 0;
  		flag_lighthouse_detected <= 0;
  		flag_data_recording_done <= 0;
      flag_cfg_done <= 0;
      hard_reset_ts4321 <= 0;
      flag_restart_watch_approved <= 0;
      flag_LUT_overflow_triggerd <= 0;
    end else begin 
		  if(flag_start_conv) begin
				flag_write_done <= 0;
				flag_read_done <= 0;
				flag_cfg_done <= 0;
				LUT_cnt <= 16'd0;
				flag_lighthouse_detected<= 0;
        hard_reset_ts4321 <= 0;
		  end
		  if(!flag_write_done)begin
          flag_cfg_done <= 0;
          if(flag_allow_write)begin
            LUT_cnt <= LUT_cnt + 16'd1;
          end else begin
            LUT_cnt <= 16'd0;
            if(hard_reset_ts4321 == 1'b0)begin
              hard_reset_ts4321 <= 1;
            end else begin
              if(flag_init_done)begin
                flag_lighthouse_detected <= 1;
                flag_allow_write <= 1;
              end
            end
          end
          d_state_out <= LUT_D_INOUT[LUT_cnt];
          e_state_out <= LUT_E_INOUT[LUT_cnt];
          D_out <= LUT_D[LUT_cnt];
          E_out <= LUT_E[LUT_cnt];
          if(LUT_cnt == 16'd47)begin
            LUT_cnt <= 0;
            flag_allow_write <= 0;
            flag_write_done <= 1;
    				flag_read_done <= 0;
    				flag_data_recording <= 0;
            flag_allow_read <= 0;
          end
        end else begin
  		    if(!flag_read_done)begin
    				 if(flag_allow_read)begin
    				     LUT_cnt <= LUT_cnt + 16'd1;
    				 end else begin
      					d_state_out <= 0;
      					e_state_out <= 0;
      					LUT_cnt <= 0;
    					  flag_allow_read <= 1;
    				 end
    				 d_state_out <= LUT_D_READ_INOUT[LUT_cnt];
    				 e_state_out <= LUT_E_READ_INOUT[LUT_cnt];
    				 D_out <= LUT_D_READ[LUT_cnt];
    				 E_out <= LUT_E_READ[LUT_cnt];
    				 if(LUT_cnt == 16'd47)begin
      					LUT_cnt <= 0;
                flag_allow_read <= 0;
      					flag_read_done <= 1;
      					flag_cfg_done <= 1;
      					flag_data_recording_done <= 0;
      					flag_data_recording <= 0;
                flag_LUT_overflow_triggerd <= 1;
    				 end
          end
        end
        if(flag_cfg_done)begin
          LUT_cnt <= LUT_cnt + 1;
          d_state_out <= LUT_D_WATCH_INOUT[LUT_cnt];
          e_state_out <= LUT_E_WATCH_INOUT[LUT_cnt];
          D_out <= LUT_D_WATCH[LUT_cnt];
          E_out <= LUT_E_WATCH[LUT_cnt];
          if(LUT_cnt == 8'd15)begin
             LUT_cnt <= 8'd15;
          end
          if(flag_restart_watch)begin
            flag_restart_watch_approved <= 1;
            LUT_cnt <= 0;
          end
          if(flag_restart_watch_approved)begin
            if(!flag_restart_watch)
              flag_restart_watch_approved <= 0;
          end
        end
    end  
  end
  assign debug_difclk = dif_clk;
  assign debug_flag_write_done = flag_write_done; 
  assign debug_flag_read_done = flag_allow_write;
  assign debug_cstatus = LUT_D[LUT_cnt];
  assign debug_nstatus = flag_LUT_overflow_triggerd;
  assign debug_LUT_cnt = sync_reg;
endmodule
module clock_divider (
      input clock_in,
      input reset,
      output clock_out
    );
    reg[31:0] counter=32'd0;
	 localparam DIVISOR = 32'd10;
    always @(posedge clock_in, posedge reset)
      if(reset)begin
        counter <= 0;
      end else begin
        counter <= counter + 32'd1;
        if(counter>=(DIVISOR-32'd1))begin
          counter <= 32'd0;
        end
      end
    assign clock_out = (counter<DIVISOR/2)?1'b0:1'b1; 
endmodule
```
==> changes_impl.md <==
## Flow update

- Registers, synthesis: 136
- Yosys warnings: 23
- Cell area leaders: dfrtp_1 (55%), ha_1 (3.7%), nor2_1 (3.3%)
- Initial Utilization: 41.6%
- Mapped Cells: 566
- Dominant synthesized flop cell: dfrtp_1
- Synth top cells by count: dfrtp_1 (135), nor2_1 (54), nand2_1 (42)
- Routability cong.: approximately 0.83
- CTS Root Cell: clkbuf_16
- Top-area cell share: 55.3%
- Endpoints left unconstrained: 88
- Count of different cell masters after synthesis: 60
- Post-synth seq share: 55.7%
- FP Rows: 44
- Post-DP HPWL: 7080 um
- Port Buffers: 25
- Synth top cell by count: dfrtp_1
- FFs w/ async S/R, synth: 100%
- Htree depth: 2
- Fail Step: clock tree synthesis (4_1_cts)
- Die Y: 126 um
- Synth area leader: dfrtp_1
- Dpl cell area: 0.00667 mm^2
- Mapped Area: approximately 0.0061 mm^2
- Stop err: [error] [KeplerFormal.cpp:679] Workflow failed: Iso has multiple drivers: .d_io0, d_io$_DFFE_PP0P_.Q0
- Syn Area/Cell: 10.8 um^2
- Status: aborted with a tool error
- Ys cells: 566
- Top-level port count: 45
- Bufs on Longest Clock Path: 2
- Hold_buf cts: 0
- Die width: ~130 um
- Count of unclocked register or latch pins: 92
- Yosys stat area: about 0.006 mm^2
- Count of library flops with an enable pin: 0
- Total CTS buffers: 5
- PostCTS Resize Cnt: 0
- Post-CTS setup buffer count: 0
stage by stage:
stage          worst slack (ns)  cells  total power [uW]  utilization [%]
2_1_floorplan             0.628    637               702                -
3_5_place_dp              0.722    815               707             45.4
3_3_place_gp              0.732    815               705             45.4
kinds of logic after synthesis:
| group | synth area share, % |
|---|---|
| compound gates | 7.01 |
| xor+xnor | 4.87 |
| fa+ha+maj | 3.69 |
| buf+inv | 6.47 |
| flops | 55.7 |
| mux | 3.69 |
| other cells | 0.0614 |
| simple gates | 18.5 |
No activity file was given, so power comes from the tool's default toggle rates.
